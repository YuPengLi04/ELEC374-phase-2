--- /design/flow/run.sh ---
#!/bin/bash
# OpenROAD 26Q1-2900-gdf79404cd8, Yosys 0.63+post, stock flow scripts
make -C /OpenROAD-flow-scripts/flow DESIGN_CONFIG=/design/flow/config.mk WORK_HOME=/design/flow/orfs finish
--- /design/flow/config.mk ---
export PLATFORM = sky130hd
export DESIGN_NAME = OutputPort
export DESIGN_NICKNAME = OutputPort
export VERILOG_FILES = /design/flow/design.v
export SDC_FILE = /design/flow/constraint.sdc
export NUM_CORES = 4
export LEC_CHECK = 1
export CORE_UTILIZATION = 30
export SYNTH_HDL_FRONTEND = slang
--- /design/flow/constraint.sdc ---
current_design OutputPort

set clk_period 1.0
set clk_io_pct 0.2

create_clock -name clk0 -period $clk_period [get_ports {clock}]

set non_clock_inputs [all_inputs -no_clocks]
set_input_delay [expr $clk_period * $clk_io_pct] -clock clk0 $non_clock_inputs
set_output_delay [expr $clk_period * $clk_io_pct] -clock clk0 [all_outputs]
--- /design/flow/design.v ---
module OutputPort #(parameter DATA_WIDTH = 32)(
    input clock,
    input clear,
    input OutPortin,                
    input [DATA_WIDTH-1:0] BusMuxOut,  
    output reg [DATA_WIDTH-1:0] out_port  
);
  always @(posedge clock) begin
    if (clear)
      out_port <= {DATA_WIDTH{1'b0}};
    else if (OutPortin)
      out_port <= BusMuxOut;
  end
endmodule
==> flow_summary.json <==
{
  "status": "finished clean",
  "fp.dieW_um": 64.3,
  "cts_max_level": 2,
  "final-seq-area_um2": 681,
  "syn_area_mm2": 0.00116,
  "yosysWarnings": 0,
  "largest_register_ffs": 32,
  "grt_usage": 0.129,
  "diodes": 0,
  "fillerInstances": 346,
  "crit_end": "out_port[29]",
  "routed_wl_um": 2420,
  "worstMarginPinSlew_ns": 0.147,
  "regToRegEndpoint": "out_port[2]",
  "top_register": "out_port",
  "period_used_share": 0.966,
  "synth.ff_latch_count": 32,
  "clockBufferDepth": 2,
  "drv_cap": 0,
  "drc": 0,
  "drtIter0Drc": 21,
  "yosys-stat-area_mm2": 0.00116,
  "utilization": 0.519,
  "cts_root_buf": "clkbuf_8",
  "cts.hold.buffers_added": 0,
  "grt_max_degree": 33,
  "setup_viol": 0,
  "ys_cells": 103,
  "finalHoldViolCount": 0,
  "die_area_mm2": 0.00413,
  "antenna_found_initial": 0,
  "final_cell_mix": "clkdlybuf4s50_1, mux2i_1, nor2_1, dfxtp_2, clkdlybuf4s15_1",
  "floorplan.core_util": 0.315,
  "worst-path-buf-inv": 1,
  "via_count": 919,
  "clock_latency_ns": 0.27,
  "rr_startpoint": "out_port[2]",
  "place_hpwl_um": 1720,
  "coreArea_mm2": 0.00369,
  "r2r_slack_ns": 0.38,
  "powerDensity_mw_per_mm2": 1460,
  "postRouteAntennaNets": 0,
  "holdPathStages": 4,
  "overflow": 0,
  "synthCells": 103,
  "num_io_pins": 67,
  "cts.sinks": 32,
  "drt_pass1_iterations": 2,
  "std_cell_rows": 22,
  "postCtsSetupBuffers": 0,
  "area_growth_pct": 64.5,
  "avgViaCountPerCell": 4.16,
  "wire_per_inst_um": 10.9,
  "cp_slowest_stage_delay_ns": 0.33,
  "synthDistinctLibCells": 6,
  "top_regs": "out_port: 32 flops",
  "worstPathMaxFanout": 2,
  "path_depth": 1,
  "gp_congestion": 0.690,
  "mi_logic_area_um2": 440,
  "cts_buffers": 5,
  "warning_count": 25,
  "min_period_ns": 0.966,
  "cts_tree": "built",
  "rsz0062_at_grt": "no",
  "slew_headroom": 0.899,
  "grt_pass1_vias": 906,
  "hold_path_class": "input port to flop",
  "holdCritStartpoint": "OutPortin",
  "worstSetupEndpointType": "output pin",
  "cp_top_family": "flip-flops",
  "die_h_um": 64.3,
  "startpoint": "out_port[29]",
  "postSynthSeqShare": 0.551,
  "avgSynthCellArea_um2": 11.3,
  "io_buffer_count": 66,
  "cp_slowest_cell": "dfxtp_2",
  "slew_violations": 0,
  "ff2ff_path_depth": 2,
  "worstSetupPathType": "flop to output pin",
  "start_kind": "flop",
  "ir_worst_vdd_mv": 0.891,
  "arrival_ns": 0.77,
  "layout_top_cell": "clkdlybuf4s50_1",
  "layout-drive-gt1-share": 0.341,
  "path_cells": "clkdlybuf4s15_1",
  "holdWs_ns": 0.412,
  "max_freq_mhz": 1030,
  "grt_pass1_wl_um": 4040,
  "p_leak_uw": 0.000880,
  "cp.required_ns": 0.80,
  "clk_pin_slew_ns": 0.06,
  "fin_skew_ns": 0
}
[synthesized netlist by cell type]
master,count,area (µm²)
buf_12,3,60.1
buf_6,1,11.3
clkbuf_1,3,11.3
dfxtp_1,32,641
mux2i_1,32,320
nor2_1,32,120
[worst min-delay path by stage]
stage | to | slack, ns
after CTS | out_port[14] | 0.41
after global routing | out_port[19] | 0.43
final | out_port[14] | 0.41
[metrics by stage]
stage	power [µW]	std cells	setup slack, ns	setup TNS (ns)	instance area (µm²)
2_1_floorplan	1570	103	0.207	0	1160
3_3_place_gp	1860	213	-0.0761	-2.36	1860
3_5_place_dp	1870	213	-0.0916	-2.74	1860
4_1_cts	2860	221	0.00399	0	1990
5_1_grt	2930	221	0.000422	0	1910
6_report	2790	221	0.0337	0	1910
[layout make-up]
cell class                      count  share of cell area
Sequential cell                    32               0.356
Timing Repair Buffer               69               0.335
Multi-Input combinational cell     64               0.230
Clock buffer                        6              0.0431
Tap cell                           48              0.0314
Clock inverter                      2             0.00523
[what timing repair did]
| item | CTS | global route |
|---|---|---|
| setup endpoints to repair | 32 | 15 |
| pin swaps | 0 | 0 |
| gates resized | 96 | 15 |
[logic make-up (layout without fill, tap and decap cells)]
| logic type | Yosys count | in the layout | share of synthesized area |
|---|---|---|---|
| and+or+nand+nor | 32 | 32 | 0.103 |
| buffers and inverters | 7 | 77 | 0.0710 |
| DFF | 32 | 32 | 0.551 |
| muxes | 32 | 32 | 0.275 |
[layer usage]
layer | up-vias | part of all wire | GRT usage
met5 | - | 0 | 0
met4 | 0 | 0.012 | 0.0194
met3 | 4 | 0.10 | 0.0562
met2 | 45 | 0.39 | 0.178
met1 | 395 | 0.49 | 0.194
li1 | 475 | - | -
[report_power, final]
| part | internal, µW | leakage, µW | switching (µW) |
|---|---|---|---|
| sequential | 1370 | 0.000275 | 38.0 |
| combinational | 276 | 0.000553 | 121 |
| clock | 548 | 0.0000510 | 440 |
| total | 2190 | 0.000880 | 599 |
Power and IR drop assume default switching activity.
