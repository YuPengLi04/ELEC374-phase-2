[/design/flow/design.v]
module InputPort #(parameter DATA_WIDTH = 32)(
    input clock,
    input clear,
    input InPortout,               
    input [DATA_WIDTH-1:0] data_in,    
    output reg [DATA_WIDTH-1:0] BusMuxIn_InPort  
);
  always @(posedge clock) begin
    if (clear)
      BusMuxIn_InPort <= {DATA_WIDTH{1'b0}};
    else if (InPortout)
      BusMuxIn_InPort <= data_in;
  end
endmodule
[/design/flow/run.sh]
#!/bin/bash
# OpenROAD 26Q1-2900-gdf79404cd8, Yosys 0.63+post, stock flow scripts
make -C /OpenROAD-flow-scripts/flow DESIGN_CONFIG=/design/flow/config.mk WORK_HOME=/design/flow/orfs finish
[/design/flow/config.mk]
export PLATFORM = sky130hd
export DESIGN_NAME = InputPort
export DESIGN_NICKNAME = InputPort
export VERILOG_FILES = /design/flow/design.v
export SDC_FILE = /design/flow/constraint.sdc
export NUM_CORES = 4
export LEC_CHECK = 1
export CORE_AREA = 10 10 101 101
export DIE_AREA = 0 0 111 111
export SYNTH_HDL_FRONTEND = slang
[/design/flow/constraint.sdc]
current_design InputPort

set clk_period 1.0
set clk_io_pct 0.2

create_clock -name clk0 -period $clk_period [get_ports {clock}]

set non_clock_inputs [all_inputs -no_clocks]
set_input_delay [expr $clk_period * $clk_io_pct] -clock clk0 $non_clock_inputs
set_output_delay [expr $clk_period * $clk_io_pct] -clock clk0 [all_outputs]
==> qor.txt <==
WP buf/inv: 1
Vias per Instance: 3.38
Hold WS: 0.435 ns
Die ar.: 0.0123 mm²
Routed Antenna Nets: 0
Floorplan core density: 14.3%
Iter 0 DRT Violations: 25
Port Buf Inserts: 66
Logic area: 440 µm²
Initial antenna violation count: 0
Total Wirelength: 3080 µm
WL/cell: 11.0 µm
DRC viols: 0
Clock share of power: 40.5%
Largest regs: BusMuxIn_InPort x32
Switching fraction of total power: 21.0%
Fin crit share: 96.4%
TritonCTS clock tree: built
Reg power frac: 46.9%
Mapped Area: 0.00116 mm²
Die y size: 111 µm
Hpwl dp: 2310 µm
First-pass GRT wire length: 5100 µm
Io pins: 67
Startpoint class of the critical path: flop
Met3 Routed Length: 336 µm
Leak Pwr: 0.887 nW
Worst EP arrival: 0.76 ns
Kind of critical path: flop to output pin
Yosys chip area: 0.00116 mm²
Root buffer cell: clkbuf_8
Clock sink count: 32
Transition time of the tightest slew-check pin: 0.146 ns
Ys cells: 103
CP max stage delay: 0.33 ns
Core Box Area: 0.00813 mm²
Avg Cell Area, Syn: 11.3 µm²
Outcome: complete, no violations
Htree depth: 2
Ys Warns: 0
Uppermost layer routed: met4
Filler cell count in the final layout: 867
Fin area: 0.00192 mm²
Max-cap violations: 0
DRT met1 WL: 1430 µm
Max reg flops: 32
Dpl cell area: 0.00192 mm²
Fin crit period: 0.964 ns
Required @ worst endpoint: 0.80 ns
Final hold vios: 0
Worst Setup End Kind: output pin
Overall Power: 2.99 mW
Setup_tns: 0 ns
Seq/Total Area, Yosys: 55.1%
Fin. max-slew vios: 0
Worst path top cell family by delay: flip-flops
Synth flops: 32
Worst Skew: 0 ns
Hold-fix buffers, CTS: 0
Total track usage: 4.81%
Area grow syn2layout: 64.6%
Net switching power: 0.629 mW
GRT Residual Overflow: 0
Unrepaired setup endpoints after global routing: false
Longest Clk Path Bufs: 2
Setup bufs post-CTS: 0
Pin count of the biggest net entering global routing: 33
Detailed-route via count: 944
Pre-antenna DRT Iters: 4
# diodes: 0
Synth cell types: 6
Clk latency of the worst-skew pair: 0.28 ns
Int Pwr: 2.36 mW
Chip Width: 111 µm
Reg clk slew, reported paths: 0.07 ns
Log Warnings: 25
Peak VDD IR: 0.000540 V
Vias in the first global route: 1019
Reg area: 681 µm²
Cts bufs inserted: 5
Post-Syn Instances: 103
Share of cells above drive strength 1: 43.1%
CP Max Fanout: 2
Worst rel slew slack: 90.0%
Worst hold-check path type: input port to flop
Endpoints failing setup: 0
Pwr dens: 1560 mW/mm²
Gpl congestion: 0.716
Maximum clock rate: 1040 MHz
Critical Path, Cell by Cell: clkdlybuf4s15_1
Routed met2 length: 1270 µm
Gate power share: 12.6%
Crit-path slowest cell: dfxtp_2
Row Count: 33
Largest register by flop count: BusMuxIn_InPort
==> cell families after synthesis <==
| family | after synthesis | synth area share, % |
|---|---|---|
| multiplexers | 32 | 27.5 |
| flip-flops | 32 | 55.1 |
| AND/OR/NAND/NOR | 32 | 10.3 |
| buffers and inverters | 7 | 7.10 |
==> worst register-to-register path: cells and delay by family, from the launching register on <==
family        cells  cell delay, ns
buf+inv           1            0.12
flops             1            0.32
mux               1            0.11
simple gates      1            0.05
==> path summary, 6_finish.rpt <==
| check | start | to | slack (ns) | cells after the start |
|---|---|---|---|---|
| setup / recovery | BusMuxIn_InPort[22] | BusMuxIn_InPort[22] | 0.04 | 1 |
| hold / removal | InPortout | BusMuxIn_InPort[19] | 0.43 | 4 |
| setup reg to reg | BusMuxIn_InPort[12] | BusMuxIn_InPort[12] | 0.29 | 3 |
| hold reg to reg | BusMuxIn_InPort[5] | BusMuxIn_InPort[5] | 0.48 | 2 |
==> power groups by stage <==
stage	sequential, mW	clock (mW)	combinational [mW]
after CTS	1.40	1.28	0.421
after global routing	1.41	1.34	0.426
final	1.40	1.21	0.378
==> cell usage in the layout (no fill, tap or decap), drive strengths merged <==
cell and instances:
buf 11, bufinv 1, clkbuf 31, clkdlybuf4s15 1, clkdlybuf4s50 33, clkinv 1
dfxtp 32, mux2i 32, nor2 32
==> area by class of cell <==
cell class,count,share of cell area [%]
timing repair buffer,70,29.0
clock inverter,2,1.83
tap,105,6.86
clock buffer,6,3.79
multi-input combinational,64,23.0
sequential,32,35.5
==> synthesized netlist by cell type <==
library cell	n	area share (%)
mux2i_1	32	28
dfxtp_1	32	55
clkbuf_1	3	0.97
buf_12	3	5.2
nor2_1	32	10
buf_6	1	0.97
==> through the flow <==
| step | setup WS (ns) | util [%] | std cells |
|---|---|---|---|
| 2_1_floorplan | 0.207 | - | 103 |
| 3_3_place_gp | -0.0959 | 23.6 | 271 |
| 3_5_place_dp | -0.110 | 23.6 | 271 |
| 4_1_cts | 0.00103 | 25.1 | 279 |
| 5_1_grt | 0.00437 | 23.6 | 279 |
| 6_report | 0.0364 | 23.6 | 279 |
==> routing by layer <==
layer	vias to the layer above	global-route usage, %
li1	478	-
met1	418	6.05
met2	43	6.88
met3	5	3.12
met4	0	0.694
met5	-	0
==> timing repair <==
action	CTS	global route
resized	102	25
endpoints found under the hold margin	0	0
setup endpoints to repair	32	25
No activity file was given, so power comes from the tool's default toggle rates.
